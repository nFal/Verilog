[config.mk]
export PLATFORM = sky130hd
export DESIGN_NAME = subtract8
export DESIGN_NICKNAME = subtract8
export VERILOG_FILES = /design/flow/design.v
export SDC_FILE = /design/flow/constraint.sdc
export NUM_CORES = 4
export LEC_CHECK = 1
export CORE_AREA = 10 10 70 70
export DIE_AREA = 0 0 80 80
[constraint.sdc]
current_design subtract8

set clk_period 6.6
set clk_io_pct 0.2

create_clock -name clk0 -period $clk_period

set non_clock_inputs [all_inputs -no_clocks]
set_input_delay [expr $clk_period * $clk_io_pct] -clock clk0 $non_clock_inputs
set_output_delay [expr $clk_period * $clk_io_pct] -clock clk0 [all_outputs]
[design.v]
module subtract8 (
                   input  [7:0] ina, 
                   input  [7:0] inb,
                   output [7:0] out,
                   output       val  
);
reg [7:0] out;
reg val;
always @(ina or inb) begin
  out = inb-ina;
  val = ~( ((ina[7]==0)&(inb[7]==1)&(out[7]==0)) | ((ina[7]==1)&(inb[7]==0)&(out[7]==1)) );
end
endmodule
[run.sh]
#!/bin/bash
# OpenROAD 26Q1-2900-gdf79404cd8, Yosys 0.63+post, stock flow scripts
make -C /OpenROAD-flow-scripts/flow DESIGN_CONFIG=/design/flow/config.mk WORK_HOME=/design/flow/orfs finish
==> run notes <==
flow finished, numbers: Setup TNS Final 0 ps, DR WL/cell between 8 and 9 µm, Setup Viol. Count Final 0, via-per-instance ratio ~3.2, input/output buffers 25, IO Count 25, Post-CTS Hold Buffers 0, CP max FO 2, chip area approximately 6400 µm², Post-CTS Setup Inserts 0, Flop area 0 µm², Least-Margin Pin Slew roughly 320 ps, Finished Layout Cells between 100 and 150, DRC violations left 0, Mapped Avg Cell Area roughly 7.6 µm², cell total in the yosys stat output roughly 49, total wire length around 1.0 mm, Chip Area, Yosys roughly 370 µm², power density cells slightly below 90 nW/µm², fp util between 10% and 20%, Overall Power a little under 0.00006 W, outcome complete, no violations, antenna violations before repair 0, Rel. slew slack slightly below 80%, WS Path Type in -> out, Placement Rows 21, fin crit share 75.7%, Die X roughly 80 µm, total number of vias roughly 390, Top-area cell share between 30% and 40%, die height roughly 80 µm, Post-synth seq share 0%, first drt pass iteration count 2, most frequent cells after synthesis 12 x inv_1, 9 x ha_1, 4 x a21oi_1, 4 x xnor2_1, 3 x nor2_1, mapped cell area around 370 µm², largest net degree at the start of global routing 6, area grow syn2layout 83.1%, Peak VDD IR approximately 0.023 mV, Slew Limit Fails 0, Antenna Cells 0, Tool Warnings 33, Worst Setup End Kind primary output, Synth cell types 19, maxcap violations 0, worst hold path class in -> out, post-CTS sizing 0, WHS 3620 ps, gp weighted congestion 0.746, Lkg Pwr approximately 0.31 nW, Critical Path RT approximately 5300 ps, total gr overflow 0, total track usage between 3 and 4%, RSZ-0062 raised after global routing false, Placed Area about 680 µm², cell taking the most area after synthesis ha_1, post-route cell area between 600 and 700 µm², post-synthesis cell count around 50, Layout clock buffers 0, crit path DAT approximately 3700 ps, share of cells above drive strength 1 slightly above 4%, Synth warnings 1, Post-DRT Antenna Nets 0, Final HPWL DP slightly below 1 mm, first-pass GRT wire length ~1.6 mm, 1st-iter DRT viols 14, core area approximately 3400 µm², vias in the first global route between 300 and 400, flop count 0, CP startpoint kind input pin, Fin. Hold Viols 0, most frequent cell after synthesis inv_1, crit path time final around 5000 ps, fmax around 200 MHz, Top cells by area ha_1 30%, inv_1 12%, xnor2_1 9.5%, placed instance count about 120
[worst max-delay path, stage by stage]
cell,delay (ps)
clkdlybuf4s50_1,460
ha_1,150
inv_1,50
fa_1,400
a21o_1,180
a21oi_1,210
o21bai_1,90
a21oi_1,190
xnor2_1,140
clkdlybuf4s50_1,480
[layer usage]
metal	up-vias	GRT usage [%]	share of wire (%)
met4	0	0	0
li1	213	-	-
met1	160	3.83	45
met5	-	0	0
met2	13	5.30	46
met3	0	0.909	9.2
[where the power goes]
group	switching [W]	leakage, nW	internal (W)
clock network	0	0	0
logic	0.0000196	0.310	0.0000391
registers	0	0	0
total	0.0000196	0.310	0.0000391
[path summary, 6_finish.rpt]
check / startpoint / to / slack [ps] / cells after the start
setup / recovery: ina[0] / out[6] / 1600 / 10
hold / removal: inb[0] / out[0] / 3620 / 5
[final cells by class]
type                            instances  area [µm²]
Inverter                               12        45.0
Tap cell                               46        57.6
Fill cell                             383        2740
Timing Repair Buffer                   25         250
Multi-Input combinational cell         37         325
[kinds of logic after synthesis]
group	share of synthesized area, %
multiplexers	2.70
AND-OR/OR-AND	17.9
AND/OR/NAND/NOR	19.6
adder cells (fa/ha/maj)	35.8
XOR/XNOR	11.8
buffers and inverters	12.2
[per-stage QoR]
step	setup slack (ps)	util (%)
2_1_floorplan	2670	-
6_report	1600	19.9
5_1_grt	1430	19.9
4_1_cts	1560	19.9
3_3_place_gp	1580	19.9
3_5_place_dp	1560	19.9
[placed cells by master, fill, tap and decap left out]
master            n
clkdlybuf4s50_1  25
a21boi_1          1
nor4_2            1
mux2i_1           1
nand3_1           1
nand2b_1          2
a21oi_2           1
o21bai_1          1
fa_1              1
o211ai_1          1
nor4b_2           1
xnor2_1           4
nor2_1            3
ha_1              9
and4_1            1
a21oi_1           4
inv_1            12
a21o_1            2
xor2_1            1
nand2_1           2
Power and IR drop assume default switching activity.
