$ cat run.sh
#!/bin/bash
# OpenROAD 26Q1-2900-gdf79404cd8, Yosys 0.63+post, stock flow scripts
make -C /OpenROAD-flow-scripts/flow DESIGN_CONFIG=/design/flow/config.mk WORK_HOME=/design/flow/orfs finish
$ cat config.mk
export PLATFORM = sky130hd
export DESIGN_NAME = control_unit
export DESIGN_NICKNAME = control_unit
export VERILOG_FILES = /design/flow/design.v
export SDC_FILE = /design/flow/constraint.sdc
export NUM_CORES = 4
export LEC_CHECK = 1
export CORE_AREA = 10 10 70 70
export DIE_AREA = 0 0 80 80
$ cat constraint.sdc
current_design control_unit

set clk_period 2.8
set clk_io_pct 0.2

create_clock -name clk0 -period $clk_period [get_ports {clk}]

set non_clock_inputs [all_inputs -no_clocks]
set_input_delay [expr $clk_period * $clk_io_pct] -clock clk0 $non_clock_inputs
set_output_delay [expr $clk_period * $clk_io_pct] -clock clk0 [all_outputs]
$ cat design.v
module control_unit (
                      input        clk,
                      input        res,
                      output [2:0] adr_reg_sel,
                      output       adr_dir,
                      output [2:0] dat_reg_sel,
                      output       dat_dir,
                      output       ram_ope,
                      output       ram_ctl,
                      output       ram_ena,
                      output [1:0] pc_mod,
                      input  [7:0] sub_out,
                      input        sub_val
);
reg [3:0] counter;
reg [2:0] adr_reg_sel;
reg       adr_dir;
reg [2:0] dat_reg_sel;
reg       dat_dir;
reg       ram_ope;
reg       ram_ctl;
reg       ram_ena;
reg       branch;
always @(posedge clk or negedge res) begin
  if (res==0)
    counter=0;
  else if (counter==11)
    counter<=0;
  else
    counter<= counter+1;
end
always @(posedge clk or negedge res) begin
  if (res==0) begin
    branch=0;
    ram_ena=0;
    ram_ope=1;
    ram_ctl=1;
    dat_reg_sel=0;
    dat_dir=1;
    adr_reg_sel=0;
    adr_dir=0;
  end
  else begin
    if (counter==1) begin
      adr_reg_sel=0;
      dat_reg_sel=0;
      adr_dir=0;
      dat_dir=1;
      ram_ope=0;
      ram_ctl=1;
    end
    else if (counter==3) begin
      adr_reg_sel=1;
      dat_reg_sel=1;
      adr_dir=0;
      dat_dir=1;
      ram_ope=0;
      ram_ctl=1;
    end
    else if (counter==4) begin
    end
    else if (counter==5) begin
      adr_reg_sel=0;
      dat_reg_sel=0;
      adr_dir=0;
      dat_dir=1;
      ram_ope=0;
      ram_ctl=1;
    end
    else if (counter==7) begin
      adr_reg_sel=1;
      dat_reg_sel=2;
      adr_dir=0;
      dat_dir=1;
      ram_ope=0;
      ram_ctl=1;
    end
    else if(counter==8) begin
      adr_reg_sel=1;
      dat_reg_sel=4;
      adr_dir=0;
      dat_dir=0;
      ram_ope=1;
    end
    else if(counter==9) begin
      if (sub_out[7]==1 | sub_out==8'h00)
        branch=1;
      else
        branch=0;
      ram_ope=1;
      ram_ctl=0;
    end
    else if(counter==10) begin
      ram_ctl=1;
      adr_reg_sel=0;
      adr_dir=0;
      if (branch) begin
        dat_reg_sel=3;
        dat_dir=1;
        ram_ope=0;
      end
    end
  end
end
assign pc_mod = (counter==11) ? ( (branch==1) ? 2 : 1 ) : ( (counter==3 | counter==8)? 1:0 );
endmodule
==> impl_metrics.csv <==
group,metric,value,unit
outcome,outcome,"complete, no violations",
detailed_routing,first_pass_iters,4,
pwr,design_power_total,0.323,mW
final_timing,timing.final.crit_share,92.1,%
final_timing,whs,0.463,ns
pwr,power.density,316,mW/mm2
cts,cts_buffer_depth,2,
worst_setup_path,crit_type,"register to output pin",
die,io_pins,24,
pwr,leakagePower,0.422,nW
logic_synthesis,yosys.area.top_type,"dfrtp_1",
die,dieHeight,80,um
die,core_region_area,0.00342,mm2
detailed_routing,drt-total-wl,1700,um
worst_hold_path,min_path_type,"register to register",
logic_synthesis,yosys-top-cells-area,"dfrtp_1 28%, dfstp_2 10%, a21oi_1 6.3%",
global_routing,grt_max_degree,17,
final_timing,relSlewSlack,63.0,%
cts,clk_latency,0.28,ns
cts,clock-sinks,12,
logic_synthesis,syn_area,792,um2
global_routing,grt_pass1_vias,578,
global_routing,grt_usage,5.10,%
detailed_routing,diodes,0,
logic_synthesis,synth_cell_types,34,
place,placed_cells_incl_taps,136,
logic_synthesis,ys_seq_elements,12,
logic_synthesis,ys_cells,78,
logic_synthesis,ys_area,792,um2
final_timing,finClkSkew,0.0133,ns
logic_synthesis,synthCells,78,
cts,hold_buffers,0,
worst_setup_path,r2r_setup_slack,0.88,ns
pwr,vdd_ir_drop_max,0.166,mV
final_timing,hold_violations,0,
logic_synthesis,syn_area_per_cell,10.2,um2
die,fp.dieW,80,um
final_layout,final_core_util,29.9,%
cts,htree_num_levels,1,
final_timing,setup_slack,0.220,ns
final_timing,slew_violations,0,
final_timing,final.min_clock_period,2.58,ns
final_timing,setup_viol,0,
final_layout,areaGrowthSynthToFinish,28.9,%
final_layout,final_layout_size_suffix_gt1_share,17.0,%
final_timing,tns,0,ns
final_layout,final_cell_count_no_fill,140,
worst_setup_path,r2r_cells,5,
place,gp_congestion,0.771,
logic_synthesis,top_area_share,28.4,%
place,port-buffer-count,18,
global_routing,antenna_found_initial,0,
die,initCoreUtil,23.2,%
worst_setup_path,end_kind,"output pin",
worst_setup_path,critPathRequiredTime,2.24,ns
cts,cts_tree,"built",
detailed_routing,drt_iter0_drc,54,
worst_setup_path,arrival,2.02,ns
cts,numCtsBuffers,3,
die,dieArea,0.00640,mm2
worst_setup_path,worstReg2RegEnd,"dat_reg_sel[0]",
worst_hold_path,whs_endpoint,"dat_dir",
detailed_routing,routedWlPerCell,12.1,um
flow_run,warning_count,29,
worst_setup_path,crit_fanout,13,
worst_hold_path,hold_depth,2,
place,place_ws,0.379,ns
global_routing,overflow,0,
flow_run,drv_cap,0,
final_timing,clock.fmax,388,MHz
die,rows,21,
logic_synthesis,yosys_warnings,1,
detailed_routing,route.detailed.drc,0,
detailed_routing,via_count,590,
place,dp_hpwl,1280,um
detailed_routing,vias_per_cell,4.21,
cts,clkTransAtPathRegs,0.08,ns
cts,cts_setup_buffers,0,
cts,cts_root_buffer,"clkbuf_4",
worst_setup_path,rr_startpoint,"counter[0]",
worst_hold_path,worst_hold_startpoint,"dat_dir",
final_timing,worst_slew_pin_slew,0.553,ns
detailed_routing,ant_nets,0,
worst_setup_path,crit_path_start_kind,"register",
cts,ctsResizeCount,0,
place,place_area,986,um2
logic_synthesis,synth_seq_share,38.4,%
final_layout,final_area,0.00102,mm2
global_routing,grt_pass1_wl,2670,um
-- worst max-delay path, cell delays in order, from the launching register on --
cell and delay, ns:
dfrtp_1 0.43, inv_1 0.10, ha_2 0.31, a21oi_1 0.11
a311oi_2 0.28, clkdlybuf4s50_1 0.51
-- cell usage in the layout (no fill, tap or decap) --
| cell | n |
|---|---|
| clkdlybuf4s50_1 | 18 |
| a221o_1 | 1 |
| o21bai_1 | 3 |
| and2b_1 | 2 |
| or2_2 | 1 |
| o2bb2ai_1 | 1 |
| nor2_1 | 5 |
| o21ba_1 | 1 |
| ha_2 | 1 |
| a2bb2oi_1 | 2 |
| a311oi_2 | 1 |
| o2bb2a_1 | 1 |
| a22o_1 | 2 |
| a211o_1 | 1 |
| o22ai_1 | 1 |
| inv_1 | 5 |
| mux2_2 | 2 |
| nor3_1 | 1 |
| ha_1 | 3 |
| a21oi_1 | 10 |
| a221oi_4 | 1 |
| and3_1 | 1 |
| nand2_1 | 2 |
| nor4_1 | 1 |
| and4bb_2 | 1 |
| a32o_1 | 1 |
| nor3_2 | 1 |
| xnor2_1 | 1 |
| dfstp_2 | 3 |
| conb_1 | 4 |
| clkbuf_1 | 1 |
| nand2b_4 | 1 |
| clkbuf_4 | 3 |
| mux2_4 | 1 |
| dfrtp_1 | 9 |
| or2_1 | 1 |
-- power breakdown --
part	internal [mW]	switching, mW	total (mW)	leakage (nW)
sequential	0.179	0.00317	0.182	0.149
clock	0.0552	0.0566	0.112	0.0150
combinational	0.0209	0.00809	0.0290	0.258
total	0.255	0.0678	0.323	0.422
-- registers in the layout, indices dropped and copies added (netlist names) --
signal       cells
dat_reg_sel      3
ram_ope          1
counter          4
ram_ctl          1
branch           1
adr_reg_sel      1
dat_dir          1
-- cell usage after synthesis --
| cell type | count |
|---|---|
| nor3_2 | 1 |
| and3_1 | 1 |
| a32o_1 | 1 |
| and2b_1 | 2 |
| a2bb2oi_1 | 2 |
| a311oi_1 | 1 |
| o21ba_1 | 1 |
| ha_1 | 4 |
| buf_4 | 4 |
| o2bb2a_1 | 1 |
| nand2b_4 | 1 |
| o2bb2ai_1 | 1 |
| conb_1 | 1 |
| a22o_1 | 2 |
| nor2_1 | 5 |
| xnor2_1 | 1 |
| and4bb_2 | 1 |
| dfrtp_1 | 9 |
| a21oi_1 | 10 |
| or2_1 | 1 |
| a221oi_4 | 1 |
| nor3_1 | 1 |
| a211o_1 | 1 |
| nor4_1 | 1 |
| mux2_4 | 1 |
| mux2_2 | 2 |
| nand2_1 | 2 |
| inv_1 | 5 |
| a221o_1 | 1 |
| o21bai_1 | 3 |
| or2_2 | 1 |
| buf_2 | 5 |
| dfstp_2 | 3 |
| o22ai_1 | 1 |
-- final cells by class --
cell class,instances,area [um2]
Timing Repair Buffer,18,180
Inverter,5,18.8
Multi-Input combinational cell,55,434
Clock buffer,4,26.3
Fill cell,364,2390
Sequential cell,12,304
Tap cell,46,57.6
-- kinds of logic (layout without fill, tap and decap cells) --
logic type               count (synthesis)  in the layout  share of synthesized area, %
AND-OR/OR-AND                           26             26                          26.1
AND/OR/NAND/NOR                         17             17                          13.6
buffers and inverters                   14             27                          9.32
flip-flops                              12             12                          38.4
adder cells (fa/ha/maj)                  4              4                          6.32
multiplexers                             3              3                          4.74
other                                    1              4                         0.473
XOR/XNOR                                 1              1                          1.11
-- worst max path at each step --
stage         slack [ns]       start   endpoint  depth (start not counted)
CTS                 0.03  counter[0]  pc_mod[0]                          5
global route      -0.001  counter[0]  pc_mod[0]                          5
finish              0.22  counter[0]  pc_mod[0]                          5
-- layer usage --
| layer | track usage (%) | vias to the layer above | wire length [um] |
|---|---|---|---|
| met1 | 7.13 | 269 | 812 |
| li1 | - | 304 | - |
| met2 | 7.30 | 15 | 728 |
| met4 | 0.352 | 0 | 10 |
| met3 | 2.39 | 2 | 148 |
| met5 | 0 | - | 0 |
Power and IR drop assume default switching activity.
