File: design/flow/design.v
module PC_reg (
                input        clk,
                input        res,   
                input  [1:0] mod,   
                input  [7:0] inp,
                output [7:0] out
);
reg [7:0] out;
always @(posedge clk or negedge res) begin
  if (~res) begin
    out <= 0;
  end
  else begin
    if (mod==1) begin
      out <= out + 1;
    end
    else if (mod==2) begin
      out <= inp;
    end
  end
end
endmodule
File: design/flow/run.sh
#!/bin/bash
# OpenROAD 26Q1-2900-gdf79404cd8, Yosys 0.63+post, stock flow scripts
make -C /OpenROAD-flow-scripts/flow DESIGN_CONFIG=/design/flow/config.mk WORK_HOME=/design/flow/orfs finish
File: design/flow/config.mk
export PLATFORM = sky130hd
export DESIGN_NAME = PC_reg
export DESIGN_NICKNAME = PC_reg
export VERILOG_FILES = /design/flow/design.v
export SDC_FILE = /design/flow/constraint.sdc
export NUM_CORES = 4
export LEC_CHECK = 1
export CORE_AREA = 10 10 70 70
export DIE_AREA = 0 0 80 80
File: design/flow/constraint.sdc
current_design PC_reg

set clk_period 1.9
set clk_io_pct 0.2

create_clock -name clk0 -period $clk_period [get_ports {clk}]

set non_clock_inputs [all_inputs -no_clocks]
set_input_delay [expr $clk_period * $clk_io_pct] -clock clk0 $non_clock_inputs
set_output_delay [expr $clk_period * $clk_io_pct] -clock clk0 [all_outputs]
==> job_summary.md <==
### Flow metrics

| Metric | Value |
|---|---|
| Top cells by area | `dfrtp_1 41%, mux2i_1 8.1%, a22oi_1 7.6%` |
| Fraction of layout cells with a size suffix above 1 | `12.7%` |
| Buffers plus inverters on the worst setup path | `2` |
| Drt total wl | `1.49 mm` |
| Post-route cell area | `800 sq um` |
| Drt first-iter violations | `38` |
| F_max | `0.596 GHz` |
| CP peak stage delay | `480 ps` |
| ANT nets after route | `0` |
| Max Cap Viol | `0` |
| Worst hold-check slack | `423 ps` |
| Yosys cell types | `18` |
| Syn_area_per_cell | `9.30 sq um` |
| I/O pin total | `20` |
| Final worst path period need | `1680 ps` |
| Synth Seq Share | `40.6%` |
| Cycle use final | `88.3%` |
| Chip Area, Yosys | `493 sq um` |
| DRC Markers | `0` |
| GRT Total Usage | `4.96%` |
| Status | `completed` |
| Mapped Cells | `53` |
| Element type at the critical path start | `input pin` |
| Grt ovf | `0` |
| Max stage delay cell, worst path | `or4_1` |
| Post-route setup slack | `221 ps` |
| Worst vdd ir | `0.176 mV` |
| Comb power frac | `34.6%` |
| Cell Area, Synth | `493 sq um` |
| Initial antenna violation count | `0` |
| Clock Skew | `3.20 ps` |
| Clock Power Share | `21.5%` |
| Sw frac | `30.3%` |
| Largest net degree at the start of global routing | `10` |
| Placed inst area | `777 sq um` |
| Die Width | `80 microns` |
| First-pass GRT wire length | `2.48 mm` |
| WS Path Type | `input pin to flip-flop` |
| Worst-path clk slew | `50 ps` |
| Chip area | `6400 sq um` |
| Crit path DRT | `2090 ps` |
| Sequential power share | `43.9%` |
| Top FF cell, synth | `dfrtp_1` |
| Relative slew slack | `73.0%` |
| Num rows | `21` |
| Largest delay share family, worst path | `simple AND/OR/NAND/NOR gates` |
| Max reg flops | `8` |
| WL/cell | `11.9 microns` |
| FP Util | `14.4%` |
| Largest regs | `out x8` |
| Post-synth top cells | `8 x dfrtp_1, 6 x nand3_1, 5 x a22oi_1, 5 x inv_1, 4 x mux2i_1` |
| Syn. warnings | `1` |
| Most numerous cell in the Yosys netlist | `dfrtp_1` |
| CTS tree | `yes` |
| Cell type with the largest total area | `dfrtp_1` |
| Placer's final routability congestion estimate | `0.765` |
| Core area | `3420 sq um` |
| Diode count | `0` |
| Unrepaired setup endpoints after global routing | `no` |
| Critical path depth in cells | `6` |
| Worst R2R Path Depth | `4` |
| CTS root buf | `clkbuf_4` |
| Via/cell ratio | `4.06` |
| Setup-failing EPs final | `0` |
| Share of flip-flops with an asynchronous set or reset | `100%` |
| Sum of negative setup slack | `0 ps` |
| Area Growth Syn to Fin | `62.2%` |
| Total CTS buffers | `3` |
| Clk buf depth | `2` |
| DR vias | `508` |
| P_int | `417 uW` |
| Setup slack, reg-to-reg | `510 ps` |
| WP data arrival | `1870 ps` |
| Cell leakage power | `0.000335 uW` |
| Hold WC Path Type | `input pin to async pin` |
| Drt first pass iters | `2` |
| Vias in the first global route | `524` |
| Postcts setup bufs | `0` |
| Slew Limit Fails | `0` |
| PortBufs | `19` |
| Final hold vios | `0` |
| Clock Sinks | `8` |
| Die H | `80 microns` |
| Dpl cells | `122` |
| Clk latency late pin | `250 ps` |
| Post-Layout Cell Count | `125` |
| Post-CTS Hold Fix Bufs | `0` |
| Worst path cell trace | `clkdlybuf4s50_1, inv_1, ha_1, nand2b_1, or4_1, nand3_1` |
| Post-CTS sizing | `0` |
| Ys cells | `53` |
| Tool Warnings | `25` |
| Post-synth EDFFs | `0` |
| Yosys reg bits | `8` |
| Placement Setup Slack | `-40.6 ps` |
| Top reg by flops | `out` |
| Max FO, Critical Path | `3` |
| Total power divided by cell area | `748 nW/um^2` |
| CP Capture Type | `flip-flop` |
| Top cell area share | `40.6%` |
| HPWL after DPL | `1.22 mm` |
| P_sw | `181 uW` |
| Worst Max-Slew Pin Slew | `404 ps` |
| CTS HTree Levels | `1` |
-- power groups by stage --
stage | clock (uW) | sequential, uW | combinational, uW
5_1_grt | 150 | 271 | 235
6_report | 129 | 262 | 207
4_1_cts | 136 | 263 | 213
-- kinds of logic after synthesis --
group	count (synthesis)	synth area share, %
multiplexers	4	8.12
AND/OR/NAND/NOR	17	19.8
flip-flops	8	40.6
buffers and inverters	7	5.58
adder cells (fa/ha/maj)	2	5.08
AND-OR/OR-AND	15	20.8
-- worst paths after layout --
kind                             start  endpoint
min in group clk0               out[7]    out[7]
worst min-delay path               res    out[3]
max in group asynchronous          res    out[4]
worst max-delay path            mod[1]    out[6]
worst max register to register  out[0]    out[6]
worst min register to register  out[7]    out[7]
-- per-stage QoR --
step / utilization (%) / total power [uW]
floorplan: - / 334
global placement: 22.7 / 474
detailed placement: 22.7 / 478
CTS: 23.4 / 612
global route: 23.4 / 656
finish: 23.4 / 598
-- area by class of cell --
cell class / instances / area [sq um]
clock buffers: 3 / 22.5
fillers: 383 / 2620
inverters: 5 / 18.8
multi-input cells: 38 / 265
flip-flops and latches: 8 / 200
well taps: 46 / 57.6
repair buffers: 25 / 235
-- routing by layer --
layer | global-route usage, % | part of all wire [%] | vias up | routed length (microns)
li1 | - | - | 257 | -
met1 | 6.14 | 44 | 237 | 653
met2 | 7.54 | 46 | 14 | 679
met3 | 3.07 | 11 | 0 | 160
met4 | 0.176 | 0 | 0 | 0
met5 | 0 | 0 | - | 0
-- cells in the final DEF, fill, tap and decap left out, drive strengths merged --
master         count
a21oi              2
a22oi              5
buf                6
clkbuf             3
clkdlybuf4s50     19
dfrtp              8
ha                 2
inv                5
mux2i              4
nand2              3
nand2b             1
nand3              6
nand4              1
nor2               2
nor3b              1
o211ai             3
o21ai              3
o22a               2
or4                3
No activity file was given, so power comes from the tool's default toggle rates.
